==> design/flow/design.v <==
`timescale 1ns / 1ps
module bin2dec8(bin,q7,q6,q5,q4,q3,q2,q1,q0);
input [25:0] bin;
output reg [3:0] q7,q6,q5,q4,q3,q2,q1,q0;
reg [5:0] i;
always @(*)
begin
    q7=0;
    q6=0;
    q5=0;
    q4=0;
    q3=0;
    q2=0;
    q1=0;
    q0=0;
    for(i=26;i>0;i=i-1)
    begin
        if(q7>=5)
            q7 = q7+3;
        if(q6>=5)
            q6 = q6+3;
        if(q5>=5)
            q5 = q5+3;
        if(q4>=5)
            q4 = q4+3;
        if(q3>=5)
            q3 = q3+3;
        if(q2>=5)
            q2 = q2+3;
        if(q1>=5)
            q1 = q1+3;
        if(q0>=5)
            q0 = q0+3;
        q7=q7<<1;
        q7[0]=q6[3];
        q6=q6<<1;
        q6[0]=q5[3];
        q5=q5<<1;
        q5[0]=q4[3];
        q4=q4<<1;
        q4[0]=q3[3];
        q3=q3<<1;
        q3[0]=q2[3];
        q2=q2<<1;
        q2[0]=q1[3];
        q1=q1<<1;
        q1[0]=q0[3];
        q0=q0<<1;
        q0[0]=bin[i-1];            
    end
end
endmodule
`timescale 1ns / 1ps
module button_jitter(clk, but_in, but_out);
input clk, but_in;
output but_out;
reg [1:0] record=2'b00;
wire change_detect;
reg [16:0] cnt;
reg out;
always @(posedge clk)
    record <= {record[0],but_in};
assign change_detect = record[0]^record[1];
always @(posedge clk)
    if(change_detect==1)
        cnt <= 0;
    else
        cnt <= cnt+1;
always @(posedge clk)
    if(cnt==10_0000)
        begin
        out <= record[0];
        end
assign but_out = out;
endmodule
`timescale 1ns / 1ps
module display(clk,d7,d6,d5,d4,d3,d2,d1,d0,en,en_point,seg_en,seg_out);
input clk;
input [3:0] d0,d1,d2,d3,d4,d5,d6,d7;
input [7:0] en;
input [7:0] en_point;
output reg [7:0] seg_en;
output [7:0] seg_out;
reg [30:0] count=0;
reg change=0;
always @(posedge clk)
begin
    if(count==49999)
        begin
            count <= 0;
            change <= ~change;
        end
    else    
        count <= count +1;
end
reg [2:0] current_digit=0;
always @(posedge change)
begin
    if(current_digit==7)
        current_digit <= 0;
    else
        current_digit <= current_digit + 1;
end
reg [3:0] current_num=0;
num_to_segout u(current_num,current_digit,en_point,seg_out);
always @(posedge change)
begin
    case(current_digit)
        0: if(en[0]) begin seg_en<=8'b1111_1110; current_num<=d0; end else seg_en<=8'b1111_1111;
        1: if(en[1]) begin seg_en<=8'b1111_1101; current_num<=d1; end else seg_en<=8'b1111_1111;  
        2: if(en[2]) begin seg_en<=8'b1111_1011; current_num<=d2; end else seg_en<=8'b1111_1111;  
        3: if(en[3]) begin seg_en<=8'b1111_0111; current_num<=d3; end else seg_en<=8'b1111_1111;  
        4: if(en[4]) begin seg_en<=8'b1110_1111; current_num<=d4; end else seg_en<=8'b1111_1111;  
        5: if(en[5]) begin seg_en<=8'b1101_1111; current_num<=d5; end else seg_en<=8'b1111_1111;  
        6: if(en[6]) begin seg_en<=8'b1011_1111; current_num<=d6; end else seg_en<=8'b1111_1111;  
        7: if(en[7]) begin seg_en<=8'b0111_1111; current_num<=d7; end else seg_en<=8'b1111_1111;  
    endcase
end
endmodule
`timescale 1ns / 1ps
module gen_10mhz(clk,out);
input clk;
output reg out=0;
reg [18:0] cnt=0;
always @ (posedge clk)
if(cnt==499999)
    begin
    cnt <= 0;
    out <= ~out;
    end
else
    cnt <= cnt+1;
endmodule
`timescale 1ns / 1ps
module num_to_segout(num, cdigit, en_p ,seg_out);
input [3:0] num;
input [3:0] cdigit;
input [7:0] en_p;
output [7:0] seg_out;
reg [6:0] seg_out1;
reg en_point;
assign seg_out = {en_point,seg_out1};
always @*
begin
    en_point = en_p[cdigit];
end
always @*
begin
    case(num)
        4'h0: seg_out1 = 7'b1000000;
        4'h1: seg_out1 = 7'b1111001;
        4'h2: seg_out1 = 7'b0100100;
        4'h3: seg_out1 = 7'b0110000;
        4'h4: seg_out1 = 7'b0011001;
        4'h5: seg_out1 = 7'b0010010;
        4'h6: seg_out1 = 7'b0000010;
        4'h7: seg_out1 = 7'b1111000;
        4'h8: seg_out1 = 7'b0000000;
        4'h9: seg_out1 = 7'b0010000;
        4'ha: seg_out1 = 7'b0001000;
        4'hb: seg_out1 = 7'b0000011;
        4'hc: seg_out1 = 7'b1000110;
        4'hd: seg_out1 = 7'b0100001;
        4'he: seg_out1 = 7'b0000110;
        4'hf: seg_out1 = 7'b0001110;
        default: seg_out1 = 7'b0000000;
    endcase
end
endmodule
`timescale 1ns / 1ps
module stopwatch_dbg(clk,sp,rst,seg_en,seg_out,q7,q6,q5,q4,q3,q2,q1,q0,runstate,timerec,tenmhz,seconds,mms);
input clk,sp,rst;
output [7:0] seg_en,seg_out;
output reg runstate=0;
output [3:0] q6,q5,q4,q3,q2;
output [3:0] q1,q0,q7;
output tenmhz;
output reg [25:0] timerec=0; 
gen_10mhz gen(clk,tenmhz);
output [16:0] seconds;
assign seconds = timerec/100;
output [6:0] mms;
assign mms = timerec%100;
wire tmp1,tmp2,tmp3,tmp4,tmp5,tmp6;
bin2dec8 convmm({19'd0,mms},tmp1,tmp2,tmp3,tmp4,tmp5,tmp6,q1,q0);
time_convert convsec(seconds,q7,q6,q5,q4,q3,q2);
display disp(clk,q7,q6,q5,q4,q3,q2,q1,q0,8'hff,seg_en,seg_out);
always @(posedge tenmhz) begin
    if(rst) timerec=0;
    else if(runstate==0) timerec=timerec;
    else if(timerec==1_0000_0000) timerec=0;
    else timerec=timerec+1;
end
wire button_fixed;
button_jitter jit(clk,sp,button_fixed);
always @(posedge button_fixed) begin
    runstate = ~runstate;
end
endmodule
`timescale 1ns / 1ps
module time_convert(seconds,h1,h2,m1,m2,s1,s2);
    input [16:0] seconds;
    output [3:0] h1,h2,m1,m2,s1,s2;
    wire[31:0] s=seconds%60;
    wire[31:0] m=(seconds/60)%60;
    wire[31:0] h=(seconds/3600)%24;
    assign h1=h/10;
    assign h2=h%10;
    assign m1=m/10;
    assign m2=m%10;
    assign s1=s/10;
    assign s2=s%10;
endmodule
==> design/flow/run.sh <==
#!/bin/bash
# OpenROAD 26Q1-2900-gdf79404cd8, Yosys 0.63+post, stock flow scripts
make -C /OpenROAD-flow-scripts/flow DESIGN_CONFIG=/design/flow/config.mk WORK_HOME=/design/flow/orfs finish
==> design/flow/config.mk <==
export PLATFORM = sky130hd
export DESIGN_NAME = stopwatch_dbg
export DESIGN_NICKNAME = stopwatch_dbg
export VERILOG_FILES = /design/flow/design.v
export SDC_FILE = /design/flow/constraint.sdc
export NUM_CORES = 4
export LEC_CHECK = 1
export CORE_UTILIZATION = 40
==> design/flow/constraint.sdc <==
current_design stopwatch_dbg

set clk_period 4.4
set clk_io_pct 0.2

create_clock -name clk0 -period $clk_period [get_ports {clk}]

set non_clock_inputs [all_inputs -no_clocks]
set_input_delay [expr $clk_period * $clk_io_pct] -clock clk0 $non_clock_inputs
set_output_delay [expr $clk_period * $clk_io_pct] -clock clk0 [all_outputs]
==> run summary <==
Crit path required time: 4.61 ns
fmax: 476 MHz
worst hold margin: 0.381 ns
WS Path Type: reg2reg
CTS Buffer Depth: 2
post-synthesis cell type count: 125
endpoints left unconstrained: 127
aoi/oai-family share of the synthesized area: 31.0%
synth warn: 21
Synth top cells by count: nor2_1 (194), nand2_1 (157), xnor2_1 (110), dfxtp_1 (107), a21oi_1 (105)
number of global-route vias before repair: 11,900
Yosys Instances: 1,822
Mux cell area share: 3.90%
Top logic family: AND-OR/OR-AND gates
row count: 66
Post-Syn Area: 13,300 um2
total power: 1.46 mW
antenna violations before repair: 0
fin crit share: 47.8%
status: complete, no violations
Mapped Cells: 1,822
dpl cells: 2,285
CP arrival: 2.32 ns
most common cell in the netlist: nor2_1
ys flops: 110
area grow syn2layout: 11.0%
Synth Seq Share: 16.8%
Commonest flop: dfxtp_1
port bufs: 92
number of enable flip-flop cells: 3
pin count of the biggest net entering global routing: 30
setup bufs post-CTS: 0
CP max FO: 5
area leader, netlist: dfxtp_1
HPWL after detailed placement: 26.0 mm
DP Worst Slack: 2.31 ns
overall die width: 184 um
DRT Wirelength: 34.1 mm
Cell area leaders: dfxtp_1 (16%), xnor2_1 (7.3%), nor2_1 (5.5%)
Initial DRC Count: 880
Syn Area/Cell: 7.28 um2
vias per cell: 5.80
final setup fails: 0
ys async rst share: 0%
Slew headroom: 39.0%
Placed Instance Area: 14,400 um2
Final Core Density: 45.1%
slowest CP cell: dfxtp_1
clk slew on worst S/H paths: 0.06 ns
die height: 184 um
Adders+Majority by Area: 4.04%
clock buffer count from CTS: 9
ant diodes: 0
vias: 13,300
Total Die Area: 33,900 um2
CP most frequent cell: and3_1
post-route cell area: 14,700 um2
Setup crit start kind: register
Log Warnings: 39
CP Capture Type: register
Skew-Pair Late Insertion Delay: 0.33 ns
drt first pass iters: 7
Final Hold Viols: 0
Cell Chain, Critical Path: and3_1 > and3_1 > and4_1 > and2_1 > and4_1 > and3_1 > nand3_1 > xnor2_1
slowest stage delay, CP: 0.39 ns
clock period minus worst slack: 2.10 ns
register pins left without a clock: 38
GR Overflow Total: 0
layout cells sized above 1: 7.58%
clk root buf: clkbuf_16
XORs/XNORs by Area: 10.5%
Simple Share, Synth: 27.8%
total track usage: 20.6%
core area: 32,600 um2
Setup Total Neg Slack: 0 ns
Pleak: 5.25 nW
final count of pins violating max slew: 0
Top cell area share: 16.2%
CTS tree: built
RSZ-0062 raised after global routing: no
Setup Skew: 0.00796 ns
number of max-cap violations: 0
WL/cell: 14.8 um
routability congestion estimate from global placement: 0.920
post-route ant nets: 0
HP Class: reg2reg
first-pass GRT wire length: 58.4 mm
Residual DRC: 0
Slew @ Worst Pin: 0.908 ns
fp util: 40.7%
yosys stat chip area: 13,300 um2
# H-tree levels: 3
final worst slack: 2.30 ns
Peak VDD IR: 0.000202 V
CTS Hold Buffers Added: 0
# IOs: 103
post_cts resized: 0
Power Dens Cells: 99.5 nW/um2
Post-Layout Cell Count: 2,301
-- power by group --
part | internal, mW | switching [mW] | leakage, nW
Clock | 0.497 | 0.277 | 0.150
Combinational | 0.00935 | 0.0153 | 4.20
Sequential | 0.662 | 0.00489 | 0.897
-- flip-flops by register name (all words and copies together) (netlist names) --
signal / cells
disp.change: 1
disp.count: 31
disp.current_digit: 3
disp.seg_en: 8
gen.cnt: 19
gen.out: 1
jit.cnt: 17
jit.out: 1
jit.record: 2
runstate: 1
timerec: 26
-- worst max-delay path, delay by kind of cell, from the launching register on --
family	cells	cell delay, ns
flip-flops	1	0.39
XOR/XNOR	1	0.13
AND/OR/NAND/NOR	7	1.47
-- layer usage --
layer,wire length (um),global-route usage (%),vias to the layer above
li1,-,-,6840
met1,17200,31.9,6169
met2,14900,31.6,316
met3,1670,2.54,22
met4,365,2.50,0
met5,0,0,-
-- logic make-up (layout without fill, tap and decap cells) --
kind of cell               count (synthesis)  after routing
adders and majority gates                 45             45
xor gates and xnor gates                 155            155
muxes                                     48             48
buffers and inverters                    177            205
and+or+nand+nor                          733            733
other                                      1             10
DFF                                      110            110
AOI/OAI and AO/OA                        553            553
-- path summary, 6_finish.rpt --
kind | start | endpoint | slack [ns] | cells after the start
max reg2reg | disp.count[8] | disp.count[29] | 2.30 | 8
min reg2reg | jit.record[0] | jit.record[1] | 0.38 | 0
max | disp.count[8] | disp.count[29] | 2.30 | 8
min | jit.record[0] | jit.record[1] | 0.38 | 0
-- cell usage in the layout, fill, tap and decap left out, types with 9 or more instances in the layout --
cell / count
a211o_1: 14
a211oi_1: 24
a21o_1: 22
a21oi_1: 105
a221oi_1: 10
a31oi_1: 32
and2_1: 21
and3_1: 34
and4_1: 10
buf_4: 14
clkbuf_16: 9
clkdlybuf4s50_1: 92
conb_1: 10
dfxtp_1: 107
ha_1: 32
inv_1: 67
inv_2: 9
maj3_1: 11
mux2_2: 15
mux2i_1: 26
nand2_1: 157
nand2b_1: 21
nand3_1: 76
nand3b_1: 9
nand4_1: 38
nor2_1: 194
nor2b_1: 14
nor3_1: 59
nor4_1: 13
o211ai_1: 30
o21a_1: 19
o21ai_0: 76
o21ai_1: 17
o22ai_1: 9
o31ai_1: 12
or2_2: 10
or3_1: 26
xnor2_1: 110
xor2_1: 41
-- cell type report --
type | count | area, um2
fill | 3263 | 17900
multi-input combinational | 1544 | 10300
sequential | 110 | 2230
timing repair buffer | 106 | 1030
tap | 442 | 553
inverter | 83 | 314
clock buffer | 11 | 233
clock inverter | 5 | 81.3
Power figures rest on the tool's default switching activity, not on a simulated workload.
