==> flow/design.v <==
`timescale 1ns / 1ps
module bin2dec8(bin,q7,q6,q5,q4,q3,q2,q1,q0);
input [25:0] bin;
output reg [3:0] q7,q6,q5,q4,q3,q2,q1,q0;
reg [5:0] i;
always @(*)
begin
    q7=0;
    q6=0;
    q5=0;
    q4=0;
    q3=0;
    q2=0;
    q1=0;
    q0=0;
    for(i=26;i>0;i=i-1)
    begin
        if(q7>=5)
            q7 = q7+3;
        if(q6>=5)
            q6 = q6+3;
        if(q5>=5)
            q5 = q5+3;
        if(q4>=5)
            q4 = q4+3;
        if(q3>=5)
            q3 = q3+3;
        if(q2>=5)
            q2 = q2+3;
        if(q1>=5)
            q1 = q1+3;
        if(q0>=5)
            q0 = q0+3;
        q7=q7<<1;
        q7[0]=q6[3];
        q6=q6<<1;
        q6[0]=q5[3];
        q5=q5<<1;
        q5[0]=q4[3];
        q4=q4<<1;
        q4[0]=q3[3];
        q3=q3<<1;
        q3[0]=q2[3];
        q2=q2<<1;
        q2[0]=q1[3];
        q1=q1<<1;
        q1[0]=q0[3];
        q0=q0<<1;
        q0[0]=bin[i-1];            
    end
end
endmodule
`timescale 1ns / 1ps
module button_jitter(clk, but_in, but_out);
input clk, but_in;
output but_out;
reg [1:0] record=2'b00;
wire change_detect;
reg [16:0] cnt;
reg out;
always @(posedge clk)
    record <= {record[0],but_in};
assign change_detect = record[0]^record[1];
always @(posedge clk)
    if(change_detect==1)
        cnt <= 0;
    else
        cnt <= cnt+1;
always @(posedge clk)
    if(cnt==10_0000)
        begin
        out <= record[0];
        end
assign but_out = out;
endmodule
`timescale 1ns / 1ps
module display(clk,d7,d6,d5,d4,d3,d2,d1,d0,en,en_point,seg_en,seg_out);
input clk;
input [3:0] d0,d1,d2,d3,d4,d5,d6,d7;
input [7:0] en;
input [7:0] en_point;
output reg [7:0] seg_en;
output [7:0] seg_out;
reg [30:0] count=0;
reg change=0;
always @(posedge clk)
begin
    if(count==49999)
        begin
            count <= 0;
            change <= ~change;
        end
    else    
        count <= count +1;
end
reg [2:0] current_digit=0;
always @(posedge change)
begin
    if(current_digit==7)
        current_digit <= 0;
    else
        current_digit <= current_digit + 1;
end
reg [3:0] current_num=0;
num_to_segout u(current_num,current_digit,en_point,seg_out);
always @(posedge change)
begin
    case(current_digit)
        0: if(en[0]) begin seg_en<=8'b1111_1110; current_num<=d0; end else seg_en<=8'b1111_1111;
        1: if(en[1]) begin seg_en<=8'b1111_1101; current_num<=d1; end else seg_en<=8'b1111_1111;  
        2: if(en[2]) begin seg_en<=8'b1111_1011; current_num<=d2; end else seg_en<=8'b1111_1111;  
        3: if(en[3]) begin seg_en<=8'b1111_0111; current_num<=d3; end else seg_en<=8'b1111_1111;  
        4: if(en[4]) begin seg_en<=8'b1110_1111; current_num<=d4; end else seg_en<=8'b1111_1111;  
        5: if(en[5]) begin seg_en<=8'b1101_1111; current_num<=d5; end else seg_en<=8'b1111_1111;  
        6: if(en[6]) begin seg_en<=8'b1011_1111; current_num<=d6; end else seg_en<=8'b1111_1111;  
        7: if(en[7]) begin seg_en<=8'b0111_1111; current_num<=d7; end else seg_en<=8'b1111_1111;  
    endcase
end
endmodule
`timescale 1ns / 1ps
module gen_10mhz(clk,out);
input clk;
output reg out=0;
reg [18:0] cnt=0;
always @ (posedge clk)
if(cnt==499999)
    begin
    cnt <= 0;
    out <= ~out;
    end
else
    cnt <= cnt+1;
endmodule
`timescale 1ns / 1ps
module num_to_segout(num, cdigit, en_p ,seg_out);
input [3:0] num;
input [3:0] cdigit;
input [7:0] en_p;
output [7:0] seg_out;
reg [6:0] seg_out1;
reg en_point;
assign seg_out = {en_point,seg_out1};
always @*
begin
    en_point = en_p[cdigit];
end
always @*
begin
    case(num)
        4'h0: seg_out1 = 7'b1000000;
        4'h1: seg_out1 = 7'b1111001;
        4'h2: seg_out1 = 7'b0100100;
        4'h3: seg_out1 = 7'b0110000;
        4'h4: seg_out1 = 7'b0011001;
        4'h5: seg_out1 = 7'b0010010;
        4'h6: seg_out1 = 7'b0000010;
        4'h7: seg_out1 = 7'b1111000;
        4'h8: seg_out1 = 7'b0000000;
        4'h9: seg_out1 = 7'b0010000;
        4'ha: seg_out1 = 7'b0001000;
        4'hb: seg_out1 = 7'b0000011;
        4'hc: seg_out1 = 7'b1000110;
        4'hd: seg_out1 = 7'b0100001;
        4'he: seg_out1 = 7'b0000110;
        4'hf: seg_out1 = 7'b0001110;
        default: seg_out1 = 7'b0000000;
    endcase
end
endmodule
`timescale 1ns / 1ps
module sec2bcd(seconds,h1,h2,m1,m2,s1,s2);
    input [16:0] seconds;
    output [3:0] h1,h2,m1,m2,s1,s2;
    wire[31:0] s=seconds%60;
    wire[31:0] m=(seconds/60)%60;
    wire[31:0] h=(seconds/3600)%24;
    assign h1=h/10;
    assign h2=h%10;
    assign m1=m/10;
    assign m2=m%10;
    assign s1=s/10;
    assign s2=s%10;
endmodule
`timescale 1ns / 1ps
module stopwatch(clk,sp,rst,seg_out,seg_en,seconds);
input clk,sp,rst;
output [7:0] seg_en,seg_out;
reg runstate=0;
wire [3:0] q7,q6,q5,q4,q3,q2,q1,q0;
wire tenmhz;
gen_10mhz gen(clk,tenmhz);
reg [25:0] timerec=0;
output [16:0] seconds;
wire [6:0] mms;
assign seconds = timerec/100;
assign mms = timerec%100;
wire tmp1, tmp2, tmp3, tmp4, tmp5, tmp6;
bin2dec8 convmm({19'd0,mms},tmp1,tmp2,tmp3,tmp4,tmp5,tmp6,q1,q0);
sec2bcd convsec(seconds,q7,q6,q5,q4,q3,q2);
display disp(clk,q7,q6,q5,q4,q3,q2,q1,q0,8'hff,seg_en,seg_out);
always @(posedge tenmhz) begin
    if(rst) timerec<=0;
    else
        if(runstate==1)
            if(timerec==1_0000_0000)
                timerec<=0;
            else
                timerec<=timerec+1;
end
wire btn_fixed;
button_jitter jit(clk,sp,btn_fixed);
always @(posedge btn_fixed)
    runstate = ~runstate;
endmodule
==> flow/run.sh <==
#!/bin/bash
# OpenROAD 26Q1-2900-gdf79404cd8, Yosys 0.63+post, stock flow scripts
make -C /OpenROAD-flow-scripts/flow DESIGN_CONFIG=/design/flow/config.mk WORK_HOME=/design/flow/orfs finish
==> flow/config.mk <==
export PLATFORM = sky130hd
export DESIGN_NAME = stopwatch
export DESIGN_NICKNAME = stopwatch
export VERILOG_FILES = /design/flow/design.v
export SDC_FILE = /design/flow/constraint.sdc
export NUM_CORES = 4
export LEC_CHECK = 1
export CORE_UTILIZATION = 50
==> flow/constraint.sdc <==
current_design stopwatch

set clk_period 7.3
set clk_io_pct 0.2

create_clock -name clk0 -period $clk_period [get_ports {clk}]

set non_clock_inputs [all_inputs -no_clocks]
set_input_delay [expr $clk_period * $clk_io_pct] -clock clk0 $non_clock_inputs
set_output_delay [expr $clk_period * $clk_io_pct] -clock clk0 [all_outputs]
==> summary.txt <==
run results: status=completed, Antenna Violating Nets Remaining=0, Mapped Avg Cell Area=7.99 um2, post-cts resize count=0, Routed wire per std cell=14.2 um, Root Buffer=clkbuf_16, Startpoint Class=flop, mux frac, synth=2.35%, yosys cell count=1142, Clock Latency Late Sink=0.33 ns, endpoints left unconstrained=63, share of layout cells above drive strength 1=9.82%, vias in the first global route=7069, Antenna Diode Count=0, met1 Use GR=35.5%, GPL Wtd Cong=0.901, hold_ws=0.382 ns, PortBufs=27, Pre-Repair DR Iteration Count=7, final wirelength=19500 um, Top Layout Cells=nor2_1, dfxtp_1, nand2_1, GRT Resource Usage Total=21.8%, xor+xnor area frac=9.70%, # fillers=1651, Top logic family=AND-OR/OR-AND gates, Distinct cells, synth=121, CTS Hold Bufs=0, hpwl dp=14700 um, critical path class=flop to flop, post-CTS setup buffers=0, simple share=26.3%, initial detailed-routing violation count=389, cycle use final=32.7%, met3 usage=2.04%, total die area=18800 um2, EDFF count, synth=3, min Tclk post-route=2.39 ns, Yosys Warn Count=21, Via-to-Cell Ratio=5.97, TritonCTS clock tree=yes, Worst-Margin Slew=0.862 ns, H-tree Lvls=3, CP Capture Type=flop, peak supply drop=0.164 mV, arrival time at the worst endpoint=2.64 ns, IO Pins=36, Slew Viols, Final=0, worst min path class=flop to flop, Area leader share=23.5%, Fin. Hold Viols=0, drt drc=0, die width=137 um, Fmax achieved=0.418 GHz, met2 GRT Util=32.9%, #FFs+latches synth=110, Req. time, crit path=7.55 ns, Post-synth top flop=dfxtp_1, global route overflow=0, fa+ha+maj area frac=2.10%, Leak=0.00346 uW, largest net degree at the start of global routing=28, Post-Route Skew=0.00663 ns, FP Rows=49, core area=17900 um2, Vert. Die Dim=137 um, largest area contributor in the netlist=dfxtp_1, Starting Density=51.0%, Syn Inst Count=1142, stage-log warning count=32, CP max FO=5, max-cap violations=0, asr flop ratio synth=0%, Setup TNS=0 ns, yosys stat area=9120 um2, TritonCTS buffer count=9, top post-synthesis cells by area=dfxtp_1, xnor2_1, nor2_1, PwrDens=88.1 nW/um2, register pins left without a clock=38, normalized max-slew margin=42.6%, RSZ-0062 raised after global routing=false, synthesized area=9120 um2, routed via count=8175, initial antenna violation count=0, Reg clk slew, reported paths=0.05 ns, Seq share, synth=24.5%, AO/OA Area Share=29.8%, Max clock buf depth=2, Most Used Layer, Global Route=met1, Setup Viol. Count Final=0, Commonest Layout Cell=nor2_1, area added between synthesis and finish=6.84%, first-pass GRT wire length=33300 um
==> kinds of logic (layout without fill, tap and decap cells) <==
logic type                 count (synthesis)  in the layout
AOI/OAI and AO/OA                        330            330
xor gates and xnor gates                  95             95
adders and majority gates                 16             16
buffers and inverters                    104             95
DFF                                      110            110
muxes                                     19             19
other                                      1              8
and+or+nand+nor                          467            467
==> synth_stat cells (22+ instances only) <==
master   number
nand3_1      57
inv_1        43
o21ai_0      37
a21oi_1      52
dfxtp_1     107
xnor2_1      58
and2_1       22
nor2_1      117
nand4_1      27
xor2_1       33
nand2_1     102
and3_1       23
==> critical path, stage by stage, from the launching register on <==
cell and delay (ns):
dfxtp_1 0.36, ha_1 0.19, nand3_1 0.21, or2_2 0.37, nor3_1 0.56, nand3_1 0.29, nor2_1 0.19, xor2_1 0.14
==> worst paths after layout <==
| kind | end | cells after the start | from | slack, ns |
|---|---|---|---|---|
| max reg2reg | disp.count[30]$_SDFF_PN0_ | 7 | disp.count[0]$_SDFF_PN0_ | 4.91 |
| min reg2reg | jit.record[1]$_DFF_P_ | 0 | jit.record[0]$_DFF_P_ | 0.38 |
| max | disp.count[30]$_SDFF_PN0_ | 7 | disp.count[0]$_SDFF_PN0_ | 4.91 |
| min | jit.record[1]$_DFF_P_ | 0 | jit.record[0]$_DFF_P_ | 0.38 |
==> flip-flops by register name, indices dropped and copies added, names as in the netlist <==
name and flops:
disp.current_digit 3, jit.out 1, disp.count 31, disp.seg_en 8, jit.cnt 17, timerec 26, gen.out 1, runstate 1
gen.cnt 19, disp.change 1, jit.record 2
==> stage by stage <==
stage          util, %  setup WS (ns)  cell area (um2)  total power, uW  std cells
2_1_floorplan        -           5.16             9150              423       1149
3_3_place_gp      52.7           5.02             9440              425       1353
3_5_place_dp      52.7           5.02             9440              426       1353
4_1_cts           54.4           4.93             9750              871       1369
5_1_grt           54.4           4.75             9750              892       1369
6_report          54.4           4.91             9750              859       1369
==> metal layers <==
metal	share of wire, %	up-vias
met4	0.64	0
met1	52	3825
met3	2.9	8
li1	-	4223
met2	44	119
met5	0	-
==> cell type report <==
| class | instances | area (um2) | area share [%] |
|---|---|---|---|
| inverter | 47 | 176 | 1.81 |
| clock buffer | 14 | 274 | 2.81 |
| multi-input combinational | 935 | 6430 | 66.0 |
| clock inverter | 2 | 37.5 | 0.385 |
| sequential | 110 | 2230 | 22.9 |
| timing repair buffer | 32 | 308 | 3.16 |
| tap | 229 | 287 | 2.94 |
==> where the power goes <==
group | leakage, uW | total (uW) | switching (uW) | internal (uW)
clock network | 0.000149 | 442 | 150 | 292
logic | 0.00241 | 14.6 | 8.95 | 5.62
registers | 0.000897 | 402 | 2.96 | 399
No activity file was given, so power comes from the tool's default toggle rates.
